File: flow/config.mk
export PLATFORM = sky130hd
export DESIGN_NAME = top_module
export DESIGN_NICKNAME = top_module
export VERILOG_FILES = /design/flow/design.v
export SDC_FILE = /design/flow/constraint.sdc
export NUM_CORES = 4
export LEC_CHECK = 1
export CORE_UTILIZATION = 40
File: flow/constraint.sdc
current_design top_module

set clk_period 4.8
set clk_io_pct 0.2

create_clock -name clk0 -period $clk_period [get_ports {rd_clk}]
create_clock -name clk1 -period $clk_period [get_ports {wr_clk}]

set non_clock_inputs [all_inputs -no_clocks]
set_input_delay [expr $clk_period * $clk_io_pct] -clock clk0 $non_clock_inputs
set_output_delay [expr $clk_period * $clk_io_pct] -clock clk0 [all_outputs]
File: flow/design.v
module fifo_memory #(parameter ADDR_WIDTH = 4, parameter DATA_WIDTH = 8) (
    input wire clk,
    input wire wr_en,
    input wire rd_en,
    input wire [DATA_WIDTH-1:0] wr_data,
    output reg [DATA_WIDTH-1:0] rd_data,
    input wire [ADDR_WIDTH-1:0] waddr,
    input wire [ADDR_WIDTH-1:0] raddr
);
    reg [DATA_WIDTH-1:0] mem [2**ADDR_WIDTH-1:0];
    always @(posedge clk) begin
        if (wr_en) begin
            mem[waddr] <= wr_data;   
        end
        if (rd_en) begin
            rd_data <= mem[raddr];   
        end
    end
endmodule
module read_pointer #(parameter ADDR_WIDTH = 4) (
    input wire clk,
    input wire rst,
    input wire rd_en,
    output reg [ADDR_WIDTH:0] rptr
);
    always @(posedge clk or posedge rst) begin
        if (rst) begin
            rptr <= 0;
        end else if (rd_en) begin
            rptr <= rptr + 1;
        end
    end
endmodule
module synchronizer #(parameter ADDR_WIDTH = 4) (
    input wire clk,
    input wire rst,
    input wire [ADDR_WIDTH:0] async_ptr,
    output reg [ADDR_WIDTH:0] sync_ptr
);
    reg [ADDR_WIDTH:0] sync_stage1;
    reg [ADDR_WIDTH:0] sync_stage2;
    always @(posedge clk or posedge rst) begin
        if (rst) begin
            sync_stage1 <= 0;
            sync_stage2 <= 0;
            sync_ptr <= 0;
        end else begin
            sync_stage1 <= async_ptr;
            sync_stage2 <= sync_stage1;
            sync_ptr <= sync_stage2;
        end
    end
endmodule
module top_module #(
    parameter ADDR_WIDTH = 4,
    parameter DATA_WIDTH = 8
)(
    input wire wr_clk,
    input wire rd_clk,
    input wire rst,
    input wire wr_en,
    input wire rd_en,
    input wire [DATA_WIDTH-1:0] wr_data,
    output wire [DATA_WIDTH-1:0] rd_data,
    output wire full,
    output wire empty
);
    wire [ADDR_WIDTH:0] wptr_bin, rptr_bin;
    wire [ADDR_WIDTH:0] wptr_gray, rptr_gray;
    wire [ADDR_WIDTH:0] wptr_gray_sync, rptr_gray_sync;
    assign wptr_gray = wptr_bin ^ (wptr_bin >> 1);
    assign rptr_gray = rptr_bin ^ (rptr_bin >> 1);
    function [ADDR_WIDTH:0] gray_to_bin;
        input [ADDR_WIDTH:0] gray;
        integer i;
        begin
            gray_to_bin[ADDR_WIDTH] = gray[ADDR_WIDTH];
            for (i = ADDR_WIDTH-1; i >= 0; i = i - 1) begin
                gray_to_bin[i] = gray[i] ^ gray_to_bin[i+1];
            end
        end
    endfunction
    wire [ADDR_WIDTH:0] rptr_bin_sync = gray_to_bin(rptr_gray_sync);
    wire [ADDR_WIDTH:0] wptr_bin_sync = gray_to_bin(wptr_gray_sync);
    assign full = (wptr_gray[ADDR_WIDTH]     != rptr_gray_sync[ADDR_WIDTH]) &&
                  (wptr_gray[ADDR_WIDTH-1:0] == rptr_gray_sync[ADDR_WIDTH-1:0]);
    assign empty = (rptr_gray == wptr_gray_sync);
    write_pointer #(.ADDR_WIDTH(ADDR_WIDTH)) u_write_pointer (
        .clk  (wr_clk),
        .rst  (rst),
        .wr_en(wr_en & ~full),
        .wptr (wptr_bin)
    );
    read_pointer #(.ADDR_WIDTH(ADDR_WIDTH)) u_read_pointer (
        .clk  (rd_clk),
        .rst  (rst),
        .rd_en(rd_en & ~empty),
        .rptr (rptr_bin)
    );
    synchronizer #(.ADDR_WIDTH(ADDR_WIDTH)) u_sync_rptr_to_wrclk (
        .clk       (wr_clk),
        .rst       (rst),
        .async_ptr (rptr_gray),
        .sync_ptr  (rptr_gray_sync)
    );
    synchronizer #(.ADDR_WIDTH(ADDR_WIDTH)) u_sync_wptr_to_rdclk (
        .clk       (rd_clk),
        .rst       (rst),
        .async_ptr (wptr_gray),
        .sync_ptr  (wptr_gray_sync)
    );
    fifo_memory #(.ADDR_WIDTH(ADDR_WIDTH), .DATA_WIDTH(DATA_WIDTH)) u_fifo_memory (
        .clk    (wr_clk),  
        .wr_en  (wr_en & ~full),
        .rd_en  (rd_en & ~empty),
        .wr_data(wr_data),
        .rd_data(rd_data),
        .waddr  (wptr_bin[ADDR_WIDTH-1:0]),
        .raddr  (rptr_bin[ADDR_WIDTH-1:0])
    );
endmodule
module write_pointer #(parameter ADDR_WIDTH = 4) (
    input wire clk,
    input wire rst,
    input wire wr_en,
    output reg [ADDR_WIDTH:0] wptr
);
    always @(posedge clk or posedge rst) begin
        if (rst) begin
            wptr <= 0;
        end else if (wr_en) begin
            wptr <= wptr + 1;
        end
    end
endmodule
File: flow/run.sh
#!/bin/bash
# OpenROAD 26Q1-2900-gdf79404cd8, Yosys 0.63+post, stock flow scripts
make -C /OpenROAD-flow-scripts/flow DESIGN_CONFIG=/design/flow/config.mk WORK_HOME=/design/flow/orfs finish
==> qor.yml <==
worst_setup_path:
  worst-path-buf-inv: 2
  slowest_delay_ps: 460
  crit_chain: "inv_1 > ha_1 > xor2_1 > nor4_4 > and2_2 > clkdlybuf4s50_1"
  cp_top_family: "simple AND/OR/NAND/NOR gates"
  critPathLaunchType: "flop"
  critPathSlowestCell: "clkdlybuf4s50_1"
  crit_type: "reg2out"
  critical_path.max_fanout: 5
  critPathCaptureType: "primary output"
  crit_arrival_ps: 2540
  required_ps: 3840
clock_tree:
  cts_resized: 0
  post_cts_buffers: 0
  postCtsHoldBufs: 0
  cts_sinks: 176
  cts_tree: "built"
  path_clk_slew_ps: 60
global_routing:
  grt.total_usage_pct: 16.7
  antenna_found_initial: 0
  grt_pass1_vias: 3416
  overflow: 0
  grt_max_degree: 41
  grt_first_pass_wirelength_mm: 19.4
floorplanning:
  fp.coreArea_um2: 16100
  die_w_um: 131
  num_io_pins: 23
  die_y_um: 131
  chipArea_um2: 17200
  initial_core_util_pct: 41.5
  rows: 46
final_layout:
  fin_util_pct: 48.9
  drive_above_1_share_pct: 22.9
  areaGrowthSynthToFinish_pct: 17.8
  mostFrequentLayoutCells: "edfxtp_1, dfrtp_1, mux4_2"
  fillers: 1261
  lay_top_count: "edfxtp_1"
place:
  port-buffer-count: 21
  gp_congestion: 0.784
  dp_hpwl_mm: 7.61
power:
  finalPower_mw: 5.13
  vdd_drop_max_v: 0.000381
  leakage_nw: 2.78
  p_per_area_nw_per_um2: 652
run_status:
  status: "finished clean"
synthesis:
  synth-edff-count: 136
  numSynthFlops: 176
  syn-mean-instance-area_um2: 20.8
  flop_cell: "edfxtp_1"
  syn_area_um2: 6670
  yosysCellCount: 320
  ys_types: 28
  async_flop_share_pct: 22.7
  ys_area_um2: 6670
  syn_inst: 320
  postSynthSeqShare_pct: 76.2
  ys_warn_count: 5
sta:
  setup_viol: 0
  fin_skew_ps: 11.0
  setup_tns_ps: 0
  slew_headroom_pct: 40.0
  drv_slew: 0
  finalHoldViolCount: 0
  worstMarginPinSlew_ps: 898
  rsz0062_at_grt: "no"
drt:
  routed_wl_mm: 12.4
  drc: 0
  num_vias: 3052
  drtIter0Drc: 217
  diodes: 0
  dr.pass1.iters: 4
  via_per_inst: 5.20
  ant_nets: 0
  wire_per_inst_um: 21.2
job:
  drv_cap: 0
  tool_warnings: 32
hold_path:
  hold_class: "reg2reg"
-- state kept, by name, summed over array words and instances, names as in the netlist --
register,count
u_sync_rptr_to_wrclk.sync_stage1,5
u_fifo_memory.mem,128
u_sync_wptr_to_rdclk.sync_ptr,5
u_sync_rptr_to_wrclk.sync_stage2,5
u_sync_wptr_to_rdclk.sync_stage2,5
u_sync_wptr_to_rdclk.sync_stage1,5
u_fifo_memory.rd_data,8
u_read_pointer.rptr,5
u_sync_rptr_to_wrclk.sync_ptr,5
u_write_pointer.wptr,5
-- synth_stat cells, types with 6 or more instances --
master      n  area share, %
and3_1      9           0.84
ha_1       12            2.3
nand2_1    10           0.56
a21oi_1     6           0.45
xor2_1     12            1.6
a22oi_1    16            1.8
edfxtp_1  136             61
dfrtp_1    40             15
mux4_2     32             11
-- logic make-up after synthesis --
kind of cell	Yosys count	share of synthesized area (%)
flip-flops	176	76.2
AND/OR/NAND/NOR	37	3.51
multiplexers	34	11.2
AND-OR/OR-AND	24	2.70
XOR/XNOR	20	2.96
buffers and inverters	17	1.14
adder cells (fa/ha/maj)	12	2.25
-- path summary, 6_finish.rpt --
kind | startpoint | to | slack (ps) | cells past startpoint
worst max-delay path | u_write_pointer.wptr[3] | full | 1300 | 6
worst min-delay path | u_sync_wptr_to_rdclk.sync_stage2[2] | u_sync_wptr_to_rdclk.sync_ptr[2] | 350 | 0
worst max register to register | u_write_pointer.wptr[0] | u_fifo_memory.mem[8][2] | 2100 | 6
worst min register to register | u_sync_wptr_to_rdclk.sync_stage2[2] | u_sync_wptr_to_rdclk.sync_ptr[2] | 350 | 0
max in group clk1 | u_write_pointer.wptr[0] | u_fifo_memory.mem[8][2] | 2100 | 6
max in group asynchronous | rst | u_read_pointer.rptr[0] | 3300 | 3
min in group clk1 | u_sync_rptr_to_wrclk.sync_stage2[1] | u_sync_rptr_to_wrclk.sync_ptr[1] | 350 | 0
min in group asynchronous | rst | u_sync_rptr_to_wrclk.sync_stage2[3] | 970 | 3
-- per-layer routing --
| layer | GRT usage, % | up-vias | routed length (µm) |
|---|---|---|---|
| met5 | 0 | - | 0 |
| met4 | 1.83 | 0 | 135 |
| met3 | 10.2 | 11 | 1390 |
| met2 | 24.1 | 144 | 5910 |
| met1 | 24.3 | 1555 | 4990 |
| li1 | - | 1342 | - |
-- stage by stage --
step | worst slack [ps] | hold WS (ps) | std cells | area [µm²]
finish | 1300 | 348 | 587 | 7860
global route | 1200 | 348 | 587 | 7860
CTS | 1300 | 350 | 587 | 7860
detailed placement | 1760 | 337 | 551 | 7140
global placement | 1790 | 334 | 551 | 7140
floorplan | 2330 | 331 | 320 | 6670
-- power breakdown --
group	internal [mW]	total [mW]	switching (mW)
Sequential	2.00	2.15	0.146
Combinational	0.620	1.37	0.751
Clock	0.997	1.61	0.610
Total	3.62	5.13	1.51
-- area by class of cell --
cell class              count  area [µm²]  area share (%)
flip-flops and latches    176        5090            64.7
multi-input cells         127        1510            19.2
clock buffers              22         508            6.47
well taps                 216         270            3.44
repair buffers             27         255            3.25
clock inverters            14         208            2.64
inverters                   5        18.8           0.239
Power is estimated from default activity; no workload was simulated.
